==> /design/flow/design.v <==
`timescale 1ns / 1ps
module fdma_v2#
(
	parameter  integer        C_M_AXI_BURST_LEN		= 64, 
	parameter  integer        C_M_AXI_ID_WIDTH		= 1	,
	parameter  integer        C_M_AXI_ID			= 0	,
	parameter  integer        C_M_AXI_ADDR_WIDTH	= 32,
	parameter  integer        C_M_AXI_DATA_WIDTH	= 32					
)
(
	input   wire                               pkg_wr_areq          ,		
	output  wire                               pkg_wr_last			,
	input   wire [C_M_AXI_DATA_WIDTH-1 :0]     pkg_wr_data			,
	output	wire                               pkg_wr_en			,
	input   wire [C_M_AXI_ADDR_WIDTH-1 :0]     pkg_wr_addr			,
	input   wire [C_M_AXI_ADDR_WIDTH-1 :0]     pkg_wr_size          , 
    input   wire                               pkg_rd_areq          ,     
	output  wire                               pkg_rd_last			,
	output  wire [C_M_AXI_DATA_WIDTH-1 :0]     pkg_rd_data			,	
	output  wire                               pkg_rd_en            ,  	
	input   wire [C_M_AXI_ADDR_WIDTH-1 :0]     pkg_rd_addr			, 	
	input   wire [C_M_AXI_ADDR_WIDTH-1 :0]     pkg_rd_size          , 			
	input 	wire  								M_AXI_ACLK			,
	input 	wire  								M_AXI_ARESETN		,
	output 	wire [C_M_AXI_ID_WIDTH-1 : 0]		M_AXI_AWID			,	 
	output 	wire [C_M_AXI_ADDR_WIDTH-1 : 0] 	M_AXI_AWADDR		,    
	output 	wire [7 : 0]						M_AXI_AWLEN			,    
	output 	wire [2 : 0] 						M_AXI_AWSIZE		,    
	output 	wire [1 : 0] 						M_AXI_AWBURST		,    
	output 	wire  								M_AXI_AWLOCK		,    
	output 	wire [3 : 0] 						M_AXI_AWCACHE		,    
	output 	wire [2 : 0] 						M_AXI_AWPROT		,    
	output 	wire [3 : 0] 						M_AXI_AWQOS			,     
	output 	wire  								M_AXI_AWVALID		,    
	input	wire  								M_AXI_AWREADY		,    
	output  wire [C_M_AXI_DATA_WIDTH-1 : 0] 	M_AXI_WDATA			,	 
	output  wire [C_M_AXI_DATA_WIDTH/8-1 : 0] 	M_AXI_WSTRB			,	 
	output  wire  								M_AXI_WLAST			,	 			
	output  wire  								M_AXI_WVALID		,	 
	input   wire  								M_AXI_WREADY		,	 
	input   wire [C_M_AXI_ID_WIDTH-1 : 0] 		M_AXI_BID			,		
	input   wire [1 : 0] 						M_AXI_BRESP			,		
	input   wire  								M_AXI_BVALID		,	
	output  wire  								M_AXI_BREADY		,	 
	output  wire [C_M_AXI_ID_WIDTH-1 : 0] 		M_AXI_ARID			,	 
	output  wire [C_M_AXI_ADDR_WIDTH-1 : 0] 	M_AXI_ARADDR		,	 	
	output  wire [7 : 0] 						M_AXI_ARLEN			,	 
	output  wire [2 : 0] 						M_AXI_ARSIZE		,	 
	output  wire [1 : 0] 						M_AXI_ARBURST		,	 
	output  wire  								M_AXI_ARLOCK		,	 
	output  wire [3 : 0] 						M_AXI_ARCACHE		,	 
	output  wire [2 : 0] 						M_AXI_ARPROT		,	 
	output  wire [3 : 0] 						M_AXI_ARQOS			,	 	   
	output  wire  								M_AXI_ARVALID		,	 
	input   wire  								M_AXI_ARREADY		,	 
	input   wire [C_M_AXI_ID_WIDTH-1 : 0] 		M_AXI_RID			,	 
	input   wire [C_M_AXI_DATA_WIDTH-1 : 0] 	M_AXI_RDATA			,	 
	input   wire [1 : 0] 						M_AXI_RRESP			,	 
	input   wire  								M_AXI_RLAST			,	 
	input   wire  								M_AXI_RVALID		,    
	output  wire  								M_AXI_RREADY			 
);
	  function integer clogb2 (input integer bit_depth);              
	  begin                                                           
	    for(clogb2=0; bit_depth>0; clogb2=clogb2+1)                   
	      bit_depth = bit_depth >> 1;                                 
	    end                                                           
	  endfunction                                                     
	 localparam integer C_TRANSACTIONS_NUM = clogb2(C_M_AXI_BURST_LEN-1);	
	 localparam integer BURST_SIZE = C_M_AXI_BURST_LEN * C_M_AXI_DATA_WIDTH/8;	
	reg 	[C_M_AXI_ADDR_WIDTH-1 : 0] 	axi_awaddr	;
	reg  						 		axi_awvalid	;
	wire 	[C_M_AXI_DATA_WIDTH-1 : 0] 	axi_wdata	;
	reg  								axi_wlast	;
	reg  								axi_wvalid	;
	reg 	[C_M_AXI_ADDR_WIDTH-1 : 0] 	axi_araddr	;
	reg  								axi_arvalid	;
	reg  								axi_rready	;
	assign M_AXI_AWID		= C_M_AXI_ID;
	assign M_AXI_AWADDR		= axi_awaddr;
	assign M_AXI_AWLEN		= C_M_AXI_BURST_LEN - 1;
	assign M_AXI_AWSIZE		= clogb2((C_M_AXI_DATA_WIDTH/8)-1);
	assign M_AXI_AWBURST	= 2'b01;
	assign M_AXI_AWLOCK		= 1'b0;
	assign M_AXI_AWCACHE	= 4'b0010;
	assign M_AXI_AWPROT		= 3'h0;
	assign M_AXI_AWQOS		= 4'h0;
	assign M_AXI_AWVALID	= axi_awvalid;
	assign M_AXI_WDATA		= axi_wdata;
	assign M_AXI_WSTRB		= {(C_M_AXI_DATA_WIDTH/8){1'b1}};
	assign M_AXI_WLAST		= axi_wlast;
	assign M_AXI_WVALID		= axi_wvalid;
	assign M_AXI_BREADY		= axi_bready;
	assign M_AXI_ARID		= C_M_AXI_ID;
	assign M_AXI_ARADDR		= axi_araddr;
	assign M_AXI_ARLEN		= C_M_AXI_BURST_LEN - 1;
	assign M_AXI_ARSIZE		= clogb2((C_M_AXI_DATA_WIDTH/8)-1);
	assign M_AXI_ARBURST	= 2'b01;
	assign M_AXI_ARLOCK		= 1'b0;
	assign M_AXI_ARCACHE	= 4'b0010;
	assign M_AXI_ARPROT		= 3'h0;
	assign M_AXI_ARQOS		= 4'h0;
	assign M_AXI_ARVALID	= axi_arvalid;
	assign M_AXI_RREADY		= axi_rready;
   	reg [7 :0 ]                      w_word_cnt   ; 
    reg [C_M_AXI_ADDR_WIDTH-1 : 0]   WR_BASE_ADDR  ;
    reg [C_M_AXI_ADDR_WIDTH-1 : 0]   RD_BASE_ADDR  ;
	reg [C_M_AXI_ADDR_WIDTH-1 : 0]   wr_data_cnt   ;
	reg [C_M_AXI_ADDR_WIDTH-1 : 0]   rd_data_cnt   ;  
    reg                              w_cycle_flag  ;
    reg                              r_cycle_flag ;
    reg                              read_data_flag;
	wire w_next = (axi_wvalid && M_AXI_WREADY);
	wire r_next = (M_AXI_RVALID && axi_rready);
	assign pkg_wr_en      =   w_next;   
	assign pkg_wr_last    =  (w_next && wr_data_cnt==pkg_wr_size-1); 
	assign axi_wdata      =  pkg_wr_data;
	assign pkg_rd_en      =  r_next;
	assign pkg_rd_last    =  (r_next && rd_data_cnt==pkg_rd_size-1); 
	assign pkg_rd_data    =  M_AXI_RDATA;
reg w_fdma_locked;
always @(posedge M_AXI_ACLK)
	if(M_AXI_ARESETN == 1'b0)
		w_fdma_locked <= 1'b0;
	else if(w_fdma_locked==1'b0 && pkg_wr_areq== 1'b1) begin
		w_fdma_locked <= 1'b1; 		
	end                            
	else if(pkg_wr_last == 1'b1)    
		w_fdma_locked <= 1'b0;	
always @(posedge M_AXI_ACLK)
    if(M_AXI_ARESETN == 1'b0)
        axi_awaddr <= 'd0;
    else if(w_fdma_locked==1'b0 && pkg_wr_areq)    
        axi_awaddr <= pkg_wr_addr;
    else if(axi_awvalid == 1'b1 && M_AXI_AWREADY == 1'b1)
        axi_awaddr <= axi_awaddr + BURST_SIZE ;  	
always @(posedge M_AXI_ACLK)
	if(M_AXI_ARESETN == 1'b0)
		w_cycle_flag <= 1'b0;
	else if(w_cycle_flag == 1'b0 && w_fdma_locked)
		w_cycle_flag <= 1'b1;                             
	else if(w_cycle_flag == 1'b1 && axi_wlast == 1'b1)    
		w_cycle_flag <= 1'b0;
always @(posedge M_AXI_ACLK)
	if(M_AXI_ARESETN == 1'b0)
		axi_awvalid<= 1'b0;
	else if(w_cycle_flag == 1'b1 && M_AXI_AWREADY==1'b1)
		axi_awvalid <= 1'b0;
	else if(w_cycle_flag  == 1'b0 && w_fdma_locked == 1'b1)
		axi_awvalid <= 1'b1;     
always @(posedge M_AXI_ACLK)
	if(M_AXI_ARESETN  == 1'b0)
		axi_wvalid <= 1'b0;
	else if(w_cycle_flag  == 1'b0 && w_fdma_locked == 1'b1)
		axi_wvalid <= 1'b1;
	else if(w_cycle_flag == 1'b1 && axi_wlast == 1'b1)
		axi_wvalid <= 1'b0; 
always @(posedge M_AXI_ACLK)
	if(M_AXI_ARESETN == 1'b0)
		w_word_cnt <= 'd0;
	else if(w_word_cnt==C_M_AXI_BURST_LEN)
		w_word_cnt <= 'd0;
	else if(w_next)
		w_word_cnt <= w_word_cnt + 1'b1;            
	else 
		w_word_cnt <= w_word_cnt ;
always @(posedge M_AXI_ACLK)
	if(M_AXI_ARESETN == 1'b0)
		wr_data_cnt <= 'd0;
	else if(w_next && wr_data_cnt== pkg_wr_size-1)
		wr_data_cnt <= 'd0;
	else if(w_next)
		wr_data_cnt <= wr_data_cnt + 1'b1;	
	else
		wr_data_cnt <= wr_data_cnt;
always @(posedge M_AXI_ACLK)
	if(M_AXI_ARESETN == 1'b0)
		axi_wlast <= 1'b0;
	else if(w_word_cnt == M_AXI_AWLEN-1)
		axi_wlast <= 1'b1;
	else
		axi_wlast <= 1'b0;
assign  axi_bready = 1'b1;     		
reg r_fdma_locked;
always @(posedge M_AXI_ACLK)
	if(M_AXI_ARESETN == 1'b0)
		r_fdma_locked <= 1'b0;
	else if(r_fdma_locked==1'b0 && pkg_rd_areq==1'b1) begin
		r_fdma_locked <= 1'b1; 		
	end                            
	else if(pkg_rd_last == 1'b1)    
		r_fdma_locked <= 1'b0;	
always @(posedge M_AXI_ACLK)
    if(M_AXI_ARESETN == 1'b0)
        axi_araddr <='d0;
    else if(r_fdma_locked==1'b0 && pkg_rd_areq==1'b1) 
        axi_araddr <= pkg_rd_addr;
     else if(axi_arvalid == 1'b1 && M_AXI_ARREADY == 1'b1)
        axi_araddr <= axi_araddr + BURST_SIZE;	
always @(posedge M_AXI_ACLK)
		if(M_AXI_ARESETN == 0)
			r_cycle_flag <= 1'b0;
	   	else if(r_fdma_locked &&  M_AXI_ARREADY && axi_arvalid ) 
            r_cycle_flag <= 1'b0;
		else if(r_fdma_locked && read_data_flag == 1'b0 ) 
			r_cycle_flag <= 1'b1;			
always @(posedge M_AXI_ACLK)
		if(M_AXI_ARESETN == 1'b0)
			axi_arvalid <= 1'b0;
		else if(r_cycle_flag && axi_arvalid && M_AXI_ARREADY ) 
            axi_arvalid <= 1'b0;
		else if(r_cycle_flag && axi_arvalid == 1'b0)
			axi_arvalid <= 1'b1;
always @(posedge M_AXI_ACLK)
		if(M_AXI_ARESETN == 1'b0)
			read_data_flag <= 1'b0;
		else if(r_cycle_flag && axi_arvalid && M_AXI_ARREADY)
		begin
			read_data_flag <= 1'b1;
			axi_rready     <= 1'b1;
	    end
		else if(read_data_flag && r_next && M_AXI_RLAST)
		begin
			read_data_flag <= 1'b0;
			axi_rready     <= 1'b0;
	    end
always @(posedge M_AXI_ACLK)
	if(M_AXI_ARESETN == 1'b0)
		rd_data_cnt <= 'd0;
	else if(r_next && rd_data_cnt== pkg_rd_size-1)
		rd_data_cnt <= 'd0;
	else if(r_next)
		rd_data_cnt <= rd_data_cnt + 1'b1;	
	else
		rd_data_cnt <= rd_data_cnt;	
endmodule
==> /design/flow/run.sh <==
#!/bin/bash
# OpenROAD 26Q1-2900-gdf79404cd8, Yosys 0.63+post, stock flow scripts
make -C /OpenROAD-flow-scripts/flow DESIGN_CONFIG=/design/flow/config.mk WORK_HOME=/design/flow/orfs finish
==> /design/flow/config.mk <==
export PLATFORM = sky130hd
export DESIGN_NAME = fdma_v2
export DESIGN_NICKNAME = fdma_v2
export VERILOG_FILES = /design/flow/design.v
export SDC_FILE = /design/flow/constraint.sdc
export NUM_CORES = 4
export LEC_CHECK = 1
export CORE_UTILIZATION = 30
==> /design/flow/constraint.sdc <==
current_design fdma_v2

set clk_period 15.1
set clk_io_pct 0.2

create_clock -name clk0 -period $clk_period [get_ports {M_AXI_ACLK}]

set non_clock_inputs [all_inputs -no_clocks]
set_input_delay [expr $clk_period * $clk_io_pct] -clock clk0 $non_clock_inputs
set_output_delay [expr $clk_period * $clk_io_pct] -clock clk0 [all_outputs]
==> results.txt <==
Status of the implementation.

- Static timing analysis puts the maximum clock frequency at 99.4 MHz.
- The portion of synthesized cell area occupied by the leading cell type is 0.287, for reference.
- The area reported by Yosys stat is 0.0100 mm2, for reference.
- In the final run the clock tree shows a worst skew of 0.0112 ns.
- Per the layout area report, the combinational gate area comes to 0.00610 mm2.
- The initial antenna violation count came to 0.
- The via count of the first global-routing pass was 8,487.
- On the worst setup and hold paths after CTS, the clock-pin slew comes to 0.06 ns.
- In this run, the synthesized area fraction spent on adder and majority cells is recorded as 0.0112.
- The core region is 0.0327 mm2.
- Per the final layout report, the fraction of cells sized above drive strength 1 comes to 0.0636.
- The worst register-to-register path begins at axi_wvalid$_SDFFE_PN0P_.
- The cell depth of the worst hold path is 2, for reference.
- Post-route period utilization is reported as 0.666.
- The filler cells instantiated in the layout total 3,352.
- The share of cell area taken by muxes after synthesis is 0.00611, for reference.
- The final antenna diode tally reported by the flow is 0.
- The post-detailed-route count of antenna-violating nets is 0, for reference.
- Across all register-to-register paths, the minimum setup slack is 12.17 ns.
- The final-report max-slew violation count is 0, for reference.
- The largest total area in the synthesized netlist belongs to sky130_fd_sc_hd__dfxtp_1.
- The pin count of the biggest net entering global routing is 57, for reference.
- The endpoint of the worst register-to-register path is wr_data_cnt[12]$_SDFFE_PP0P_, for reference.
- The cell count after synthesis came out at 1,266.
- The vertical die dimension reported for this design is 185 um.
- The clock H-tree reported by CTS has 4 levels.
- The required time at the worst-slack endpoint is 12.08 ns, for reference.
- The number of clock buffers added by TritonCTS is 17.
- The floorplan step set the die width to 185 um.
- Routing resource usage on met1 recorded by global route was 0.219.
- Following the worst setup path forward leads to its endpoint at pkg_wr_last.
- The post-synth count of flops with an enable pin is 1.
- For this configuration, the core starts out at a cell density of 0.307.
- After the first detailed-routing iteration, the DRC count stood at 359.
- The via count is 9,066, for reference.
- The tree built by TritonCTS fans out to 145 sinks.
- The tightest slew margin relative to the limit is 0.486, for reference.
- The cell area power density is 78.9 mW/mm2, for reference.
- met2 is the most crowded layer.
- The largest vdd supply drop is 0.0694 mV, for reference.
- STA shows the worst reg2reg path with a cell count of 7.
- The total iterations of the first detailed-routing run is 8, for reference.
- Recorded from the global router log, the overflow total was 0.
- The script logs the ratio of routed vias to standard cells as 4.92.
- The routed design has 26,700 um of wire.
- Per Yosys stat, the portion of area used by sequential elements is 0.290.
- The final timing report gives a worst setup slack of 5.04 ns.
- Post-CTS repair ended up resizing 0 cells.
- The critical path launch point type is an input port, for reference.
- The floorplan step defined a die boundary enclosing 0.0342 mm2.
- The routability-driven placement congestion ratio is 0.933, for reference.
- The skew report gives the latency at the later pin of the worst-skew pair as 0.42 ns.
- The run finished with clean final reports.
- The final timing report derives a shortest allowable period of 10.06 ns.
- Per the synth log, the flip-flop and latch total comes to 145.
- The yosys warning tally is 2, for reference.
- The type of element capturing the critical path is an output port, for reference.
- The average size of a mapped cell is 7.93 um2, for reference.
- TritonRoute reported its final design rule violation total as 0.
- The count of cell types in the netlist is 68, for reference.
- Detailed placement finished with a half-perimeter wire length of 20,200 um.
- Of the total synthesized cell area, the portion taken by AND, OR, NAND and NOR gates is 0.280.
- The post-synthesis share of cell area spent on xor and xnor gates is 0.152, for reference.
- The number of warnings in the stage logs is 34, for reference.
- The synthesis report names the predominant flop master as sky130_fd_sc_hd__dfxtp_1.
- The worst slack at placement is 5.03 ns, for reference.
- The critical path starts at pkg_wr_size[0].
- By area the synthesized netlist is led by sky130_fd_sc_hd__dfxtp_1 29%, sky130_fd_sc_hd__buf_4 9.0%, sky130_fd_sc_hd__xor2_1 8.2%, sky130_fd_sc_hd__xnor2_1 7.0%, sky130_fd_sc_hd__a211oi_1 5.2%.
- Looking at the max-slew report, the worst-margin pin has a slew of 0.761 ns.
- Among the non-sequential cells, simple AND/OR/NAND/NOR gates take the most area.
- After synthesis the cells add up to 0.0100 mm2.
- 402 I/O pins were placed.
- TritonCTS built the clock tree.
- The most critical hold endpoint after final layout shows a slack of 0.453 ns.
- The synthesis report gives the async set-or-reset register share as 0.
- On met2, the global router reports a usage of 0.257.
- Per the repair_timing log after CTS, setup buffers inserted total 0.
- The met3 routing resource usage after global routing is 0.0255, for reference.
- The most critical min-delay path falls under flop to flop.
- The layout-stage area growth over the synthesis result is 23.8%, for reference.
- In this run, the synthesized area fraction spent on AND-OR/OR-AND gates is recorded as 0.137.
- The biggest fanout along the worst timing path is 10, for reference.
- The OpenROAD report gives the critical path a data arrival time of 7.04 ns.
- The row count is 66, for reference.
- The clock passes through at most 2 buffers.
- The max-capacitance violation count is 0, for reference.
- The clock root buffer is sky130_fd_sc_hd__clkbuf_16, for reference.
- Setup violations remaining at the end of the flow were counted as 0.
- The number of buffers inserted by hold repair at cts is 0, for reference.
- As logged by OpenROAD, the buffers inserted on ports number 209.
- The first global-routing pass estimated 43,100 um of wire.
- The total routing resource utilization after global routing is 0.157, for reference.
- Looking at the setup timing report, the critical path kind is input port to output port.
- After routing, the total negative slack on setup checks comes to 0 ns.
- Dividing the detail-routed wire length by the instance count gives 14.5 um.
- The footprint of the flip-flops and latches is 0.00291 mm2, for reference.
- Setup repair after global routing left no endpoint under its margin.
- In this run the static leakage power is 4.16 nW.
- After synthesis, the design contains 1,266 cells according to Yosys.
- In the final report, the number of hold violations comes to 0.
## per-layer routing
metal  routed length (um)  up-vias
met4                  580        0
met3                 1530       38
met5                    0        -
met2                12300      282
li1                     -     4567
met1                12300     4179
## stage by stage
step / instances / power, mW / instance area (um2) / util
after global routing: 1841 / 1.03 / 12400 / 0.380
after detailed placement: 1809 / 0.567 / 11800 / 0.362
after CTS: 1841 / 0.996 / 12400 / 0.380
after global placement: 1809 / 0.566 / 11800 / 0.362
after floorplan: 1321 / 0.500 / 10200 / -
final: 1841 / 0.981 / 12400 / 0.380
## flip-flops by register name (all words and copies together), names as in the netlist
signal / flops
w_fdma_locked: 1
axi_awaddr: 32
axi_araddr: 32
axi_awvalid: 1
axi_wlast: 1
axi_arvalid: 1
r_fdma_locked: 1
axi_rready: 1
axi_wvalid: 1
rd_data_cnt: 32
w_word_cnt: 8
r_cycle_flag: 1
read_data_flag: 1
wr_data_cnt: 32
## cells in the mapped netlist, types with 24 or more instances
cell type                    n
sky130_fd_sc_hd__buf_4     121
sky130_fd_sc_hd__nand2_1   109
sky130_fd_sc_hd__dfxtp_1   144
sky130_fd_sc_hd__clkbuf_1   36
sky130_fd_sc_hd__o21ai_0    27
sky130_fd_sc_hd__a21oi_1    40
sky130_fd_sc_hd__inv_1      25
sky130_fd_sc_hd__nor2_2     30
sky130_fd_sc_hd__nand3_1    50
sky130_fd_sc_hd__nor4_1     28
sky130_fd_sc_hd__nand4_1    38
sky130_fd_sc_hd__xnor2_1    80
sky130_fd_sc_hd__a211oi_1   70
sky130_fd_sc_hd__or3_1      24
sky130_fd_sc_hd__nor2_1    116
sky130_fd_sc_hd__nor3_1     30
sky130_fd_sc_hd__xor2_1     94
## layout make-up
cell class / instances / area share
clock buffer: 20 / 0.0376
inverter: 26 / 0.00795
sequential: 145 / 0.234
clock inverter: 12 / 0.00986
timing repair buffer: 220 / 0.175
multi-input combinational: 976 / 0.491
tap: 442 / 0.0445
## cells by family after synthesis
family / Yosys count
AOI/OAI and AO/OA: 197
xor gates and xnor gates: 174
adders and majority gates: 9
buffers and inverters: 200
DFF: 145
muxes: 6
other: 2
and+or+nand+nor: 533
## worst min-delay path by stage
| stage | start | to | slack, ns |
|---|---|---|---|
| 4_1_cts | axi_awaddr[5]$_SDFFE_PN0P_ | axi_awaddr[5]$_SDFFE_PN0P_ | 0.46 |
| 5_1_grt | axi_awaddr[5]$_SDFFE_PN0P_ | axi_awaddr[5]$_SDFFE_PN0P_ | 0.48 |
| 6_report | axi_awaddr[5]$_SDFFE_PN0P_ | axi_awaddr[5]$_SDFFE_PN0P_ | 0.45 |
## cells in the final DEF (no fill, tap or decap), types with 9 or more instances in the layout
cell / n
sky130_fd_sc_hd__nand3_1: 50
sky130_fd_sc_hd__clkbuf_16: 18
sky130_fd_sc_hd__xnor2_1: 80
sky130_fd_sc_hd__nor2_2: 31
sky130_fd_sc_hd__inv_1: 25
sky130_fd_sc_hd__and3_1: 23
sky130_fd_sc_hd__nand2_1: 109
sky130_fd_sc_hd__a31oi_1: 10
sky130_fd_sc_hd__a211oi_1: 70
sky130_fd_sc_hd__a21oi_1: 40
sky130_fd_sc_hd__xor2_1: 94
sky130_fd_sc_hd__nor4_1: 28
sky130_fd_sc_hd__and4_1: 15
sky130_fd_sc_hd__buf_4: 11
sky130_fd_sc_hd__dfxtp_1: 144
sky130_fd_sc_hd__nor3_1: 30
sky130_fd_sc_hd__conb_1: 57
sky130_fd_sc_hd__clkdlybuf4s50_1: 209
sky130_fd_sc_hd__o21ai_0: 27
sky130_fd_sc_hd__and2_1: 10
sky130_fd_sc_hd__ha_1: 9
sky130_fd_sc_hd__a311oi_1: 13
sky130_fd_sc_hd__or3_1: 24
sky130_fd_sc_hd__nand4_1: 38
sky130_fd_sc_hd__or4_1: 12
sky130_fd_sc_hd__nor2_1: 115
## where the power goes
group / switching (mW) / internal (mW) / total, mW
registers: 0.0175 / 0.398 / 0.415
clock network: 0.178 / 0.244 / 0.423
logic: 0.0609 / 0.0819 / 0.143
total: 0.257 / 0.724 / 0.981
## worst max-delay path: stages
cell and delay, ns:
sky130_fd_sc_hd__clkdlybuf4s50_1 0.51, sky130_fd_sc_hd__inv_1 0.10, sky130_fd_sc_hd__ha_1 0.28, sky130_fd_sc_hd__or4b_1 0.60
sky130_fd_sc_hd__nor4_4 0.62, sky130_fd_sc_hd__nand4_1 0.24, sky130_fd_sc_hd__a211oi_1 0.29, sky130_fd_sc_hd__o2111ai_1 0.15
sky130_fd_sc_hd__a2111oi_0 0.36, sky130_fd_sc_hd__nor4bb_1 0.35, sky130_fd_sc_hd__clkdlybuf4s50_1 0.52
Power figures rest on the tool's default switching activity, not on a simulated workload.
